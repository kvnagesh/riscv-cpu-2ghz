==> design/flow/design.v <==
module riscv_l2_cache (
    input  logic        clk,
    input  logic        rst_n,
    input  logic [31:0] l1_addr,
    input  logic        l1_read,
    input  logic        l1_write,
    input  logic [31:0] l1_wdata,
    output logic [31:0] l1_rdata,           
    output logic        l1_ready,           
    output logic [31:0] mem_addr,
    output logic        mem_read,
    output logic        mem_write,
    output logic [31:0] mem_wdata,
    input  logic [31:0] mem_rdata,
    input  logic        mem_ready
);
    localparam CACHE_SIZE  = 65536;         
    localparam LINE_SIZE   = 64;            
    localparam NUM_WAYS    = 8;             
    localparam NUM_SETS    = 128;           
    localparam TAG_WIDTH   = 19;            
    localparam INDEX_WIDTH = 7;             
    localparam OFFSET_WIDTH = 6;            
    logic [TAG_WIDTH-1:0]    tag;
    logic [INDEX_WIDTH-1:0]  index;
    logic [OFFSET_WIDTH-1:0] offset;
    assign tag    = l1_addr[31:31-TAG_WIDTH+1];
    assign index  = l1_addr[31-TAG_WIDTH:OFFSET_WIDTH];
    assign offset = l1_addr[OFFSET_WIDTH-1:0];
    logic [31:0]           data_array   [NUM_SETS-1:0][NUM_WAYS-1:0];
    logic [TAG_WIDTH-1:0]  tag_array    [NUM_SETS-1:0][NUM_WAYS-1:0];
    logic                  valid_array  [NUM_SETS-1:0][NUM_WAYS-1:0];
    logic                  dirty_array  [NUM_SETS-1:0][NUM_WAYS-1:0];
    logic [NUM_WAYS-1:0]   hit_way;
    logic                  cache_hit;
    logic [2:0]            lru_counter  [NUM_SETS-1:0];   
    always_comb begin
        cache_hit = 1'b0;
        hit_way = '0;
        for (int i = 0; i < NUM_WAYS; i++) begin
            if (valid_array[index][i] && (tag_array[index][i] == tag)) begin
                cache_hit = 1'b1;
                hit_way[i] = 1'b1;
            end
        end
    end
    always_ff @(posedge clk) begin
        if (l1_read && cache_hit) begin
            for (int i = 0; i < NUM_WAYS; i++) begin
                if (hit_way[i])
                    l1_rdata <= data_array[index][i];
            end
        end else if (l1_read && mem_ready) begin
            l1_rdata <= mem_rdata;
        end
    end
    always_ff @(posedge clk) begin
        if (l1_write && cache_hit) begin
            for (int i = 0; i < NUM_WAYS; i++) begin
                if (hit_way[i]) begin
                    data_array[index][i] <= l1_wdata;
                    dirty_array[index][i] <= 1'b1;      
                end
            end
        end else if (l1_write && mem_ready) begin
            data_array[index][lru_counter[index]] <= l1_wdata;
            tag_array[index][lru_counter[index]]  <= tag;
            valid_array[index][lru_counter[index]] <= 1'b1;
            dirty_array[index][lru_counter[index]] <= 1'b1;
        end
    end
    always_ff @(posedge clk or negedge rst_n) begin
        if (!rst_n) begin
            for (int i = 0; i < NUM_SETS; i++) begin
                for (int j = 0; j < NUM_WAYS; j++) begin
                    valid_array[i][j] <= 1'b0;
                    dirty_array[i][j] <= 1'b0;
                end
                lru_counter[i] <= 3'b000;
            end
            l1_ready <= 1'b0;
        end else begin
            if (cache_hit)
                l1_ready <= 1'b1;
            else if (mem_ready)
                l1_ready <= 1'b1;
            else
                l1_ready <= 1'b0;
            if ((l1_read || l1_write) && !cache_hit)
                lru_counter[index] <= lru_counter[index] + 1;
        end
    end
    assign mem_addr  = l1_addr;
    assign mem_read  = l1_read && !cache_hit;
    assign mem_write = l1_write && !cache_hit;
    assign mem_wdata = l1_wdata;
endmodule
==> design/flow/run.sh <==
#!/bin/bash
# OpenROAD 26Q1-2900-gdf79404cd8, Yosys 0.63+post, stock flow scripts
make -C /OpenROAD-flow-scripts/flow DESIGN_CONFIG=/design/flow/config.mk WORK_HOME=/design/flow/orfs finish
==> design/flow/config.mk <==
export PLATFORM = sky130hd
export DESIGN_NAME = riscv_l2_cache
export DESIGN_NICKNAME = riscv_l2_cache
export VERILOG_FILES = /design/flow/design.v
export SDC_FILE = /design/flow/constraint.sdc
export NUM_CORES = 4
export LEC_CHECK = 1
export CORE_AREA = 10 10 110 110
export DIE_AREA = 0 0 120 120
export SYNTH_MEMORY_MAX_BITS = 65536
==> design/flow/constraint.sdc <==
current_design riscv_l2_cache

set clk_period 1.0
set clk_io_pct 0.2

create_clock -name clk0 -period $clk_period [get_ports {clk}]

set non_clock_inputs [all_inputs -no_clocks]
set_input_delay [expr $clk_period * $clk_io_pct] -clock clk0 $non_clock_inputs
set_output_delay [expr $clk_period * $clk_io_pct] -clock clk0 [all_outputs]
==> results_slide.txt <==
Synthesis and Place & Route Summary

Logic synthesis
  • Mean area per synthesized cell: 14.9 um^2
  • Area of the mapped netlist: 0.00149 mm^2
  • Largest area contributor in the netlist: edfxtp_1
  • Area leader share: 64.6%
  • Sequential fraction of the synthesis area: 66.3%
  • Top area cell types: edfxtp_1, buf_4, dfrtp_1
  • Post-synth cell types: 4
  • Synthesis area per yosys: 0.00149 mm^2
  • Yosys cell count: 100
  • Post-synth regs: 33
  • Cells after Synth: 100
  • Yosys warning tally: 2052

Timing
  • Slew Viols, Final: 0
  • Least-Margin Pin Slew: 0.0873 ns
  • Fin crit share: 98.8%
  • Endpoints failing setup: 0
  • Slew headroom: 94.2%
  • Fin worst setup slack: 0.0120 ns
  • Final worst path period need: 0.988 ns
  • Hold Fails Final Rpt: 0
  • Unrepaired setup endpoints after global routing: true
  • Final setup TNS: 0 ns
  • Max frequency: 1010 MHz

Route
  • Routed len/inst: 13.6 um
  • First-pass detailed-route iteration total: 2
  • DRT iter0 DRCs: 21
  • Total vias in the final route: 690
  • DRC Markers: 0
  • Antenna-violating nets left: 0
  • Antenna fix cells: 0
  • WL final: 3410 um
  • Routed vias/inst: 2.76

Clocking
  • Clock sinks: 33
  • CTS tree: yes
  • Root Driver: clkbuf_8
  • Max H-tree Level: 2
  • Clk slew on worst S/H paths: 0.07 ns
  • Hold buffer count at cts: 0
  • Num CTS Buffers: 5
  • Clk buf depth: 2

Power and ir drop
  • Worst vdd ir: 0.703 mV
  • LEAKAGE: 0.686 nW
  • Pwr per Cell Area: 1510 mW/mm^2

Finish
  • Most numerous logic cells after layout: clkdlybuf4s50_1, buf_2, edfxtp_1
  • Fill cell count: 1056
  • Share of layout cells above drive strength 1: 39.3%
  • P&R area growth vs syn: 26.4%

Global routing
  • First-pass GRT wire length: 4840 um
  • Vias in the first global route: 780
  • Initial antenna violation count: 0
  • Gr ovfl total: 0
  • Pin count of the biggest net entering global routing: 13
  • GRT Overall Usage: 4.47%

Placement
  • Routability cong.: 0.708
  • Port-buffer cells: 69
  • Pre-CTS setup slack: -0.350 ns

Floorplan
  • Initial Util: 15.2%
  • Die Area: 0.0144 mm^2
  • CORE AREA: 0.00977 mm^2
  • Number of I/O pins: 200
  • Std cell rows: 36
  • Die Y: 120 um
  • Die W: 120 um

Critical path
  • CP max-delay cell: edfxtp_1
  • WP data required: 0.80 ns
  • WP buf/inv: 1
  • Critical path class: flop to output pin
  • CP startpoint kind: flop
  • Cell Chain, Critical Path: buf_2
  • Critical Path Fanout Max: 1
  • Arrival time of the worst setup path: 0.79 ns
  • Top delay family on crit path: flip-flops
  • Crit. End Element: output pin
  • Max incr delay on CP: 0.39 ns

Job
  • MaxCap Viol Count: 0
  • OpenROAD warnings: 27

Hold path
  • HP Class: input pin to async pin

Outcome
  • Outcome: finished clean
==> cells by family after synthesis <==
group,share of synthesized area (%)
buffers and inverters,33.3
flip-flops,66.3
AND/OR/NAND/NOR,0.421
==> report_power, final <==
part	internal [mW]	switching, mW	total (mW)
clock	0.468	0.448	0.916
sequential	1.62	0.0181	1.64
combinational	0.217	0.0758	0.293
total	2.30	0.542	2.84
==> metrics by stage <==
step / power (mW) / utilization, % / hold WS (ns) / std cells / cell area (um^2)
floorplan: 1.82 / - / -0.0956 / 100 / 1490
global placement: 2.03 / 19.6 / 0.352 / 239 / 1910
detailed placement: 2.04 / 19.6 / 0.354 / 239 / 1910
CTS: 2.90 / 19.2 / 0.0490 / 250 / 1880
global route: 2.99 / 19.2 / 0.0394 / 250 / 1880
finish: 2.84 / 19.2 / 0.0593 / 250 / 1880
==> cell type report <==
cell class                 count  area [um^2]  share of cell area [%]
timing repair buffer          75          638                    33.9
sequential                    33          986                    52.4
multi-input combinational      1         8.76                   0.466
clock inverter                 3         12.5                   0.665
clock buffer                   5         68.8                    3.66
tap                          133          166                    8.85
==> cells in the mapped netlist <==
library cell,n
and2_1,1
buf_4,66
dfrtp_1,1
edfxtp_1,32
==> routing by layer <==
layer  track usage (%)  vias up  share of wire, %
met1              4.46      308                35
met3              3.33       26                16
met2              6.67       56                44
li1                  -      300                 -
met5                 0        -                 0
met4              2.41        0               5.1
==> flip-flops by register name, summed over array words and instances (netlist names) <==
register / flops
l1_rdata: 32
l1_ready: 1
==> how the worst max path moves through the flow <==
stage,start,to,cells after the start
4_1_cts,l1_rdata[25]$_DFFE_PP_,l1_rdata[25],1
5_1_grt,l1_rdata[25]$_DFFE_PP_,l1_rdata[25],1
6_report,l1_rdata[25]$_DFFE_PP_,l1_rdata[25],1
==> repair_timing <==
| item | 4_1_cts | 5_1_grt |
|---|---|---|
| setup buffers | 2 | 0 |
| gates cloned | 1 | 0 |
| gates resized | 111 | 0 |
| setup endpoints to repair | 66 | 13 |
Power is estimated from default activity; no workload was simulated.
